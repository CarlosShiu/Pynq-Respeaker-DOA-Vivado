==> design/flow/design.v <==
`timescale 1ns / 1ps
module i2s_decode#(
    parameter integer I2S_IN_WIDTH  = 3
)
(
    input S_AXI_ACLK,
    output [31:0] ch1,
    output [31:0] ch2,
    output [31:0] ch3,
    output [31:0] ch4,
    output [31:0] frame,
	output 		  ch1_4_ok,		 
    input slv_reg_rden,
    input S_AXI_ARESETN,
    input [I2S_IN_WIDTH-1:0] I2S_i
    );
    wire sysclk = S_AXI_ACLK;
    wire i2s_clk = I2S_i[0];			 
    wire i2s_lrclk = I2S_i[1];
    wire i2s_adc = I2S_i[2];
    reg [31:0] ch1 = 32'd0;
    reg [31:0] ch2 = 32'd0;
    reg [31:0] ch3 = 32'd0;
    reg [31:0] ch4 = 32'd0;
    reg [31:0] frame = 32'd0;
	reg 	   ch1_4_ok 		= 1'b0;	 
	reg 	   ch1_4_ok_flag 	= 1'b0;	 
    reg [31:0] ch1_r = 32'd0;
    reg [31:0] ch2_r = 32'd0;
    reg [31:0] ch3_r = 32'd0;
    reg [31:0] ch4_r = 32'd0;
    reg i2s_clk_pre = 1'b0;
    reg i2s_clk_r = 1'b0;
    reg i2s_lrclk_r = 1'b0;
    reg i2s_lrclk_r2 = 1'b0;
    reg i2s_adc_r = 1'b0;
    reg capture_clk = 1'b0;
    reg [7:0] bclk_cnt = 8'd0;
    always @(posedge sysclk)
    begin								
        i2s_clk_pre <= i2s_clk_r;		 
        i2s_clk_r <= i2s_clk;
        i2s_lrclk_r <= i2s_lrclk;
        i2s_adc_r <= i2s_adc;
    end
    always @(posedge sysclk)
    begin
        if(!i2s_clk_pre & i2s_clk_r) begin		 
            capture_clk <= 1'b1;
        end else begin
            capture_clk <= 1'b0;
        end
    end
    always @(posedge sysclk)
    begin
        if(capture_clk)	
            if(i2s_lrclk_r)					 
                bclk_cnt <= 8'd0;
            else
                bclk_cnt <= bclk_cnt + 1'b1;
        else
            bclk_cnt <= bclk_cnt;
    end    
    always @(posedge sysclk)
    begin
        if(capture_clk)
            if(bclk_cnt < 32)			 
                ch1_r <= {ch1_r[30:0],i2s_adc_r};
            else if(bclk_cnt < 64)
                ch2_r <= {ch2_r[30:0],i2s_adc_r};
            else if(bclk_cnt < 96)
                ch3_r <= {ch3_r[30:0],i2s_adc_r};
            else if(bclk_cnt < 128)
                ch4_r <= {ch4_r[30:0],i2s_adc_r};
            else;
        else;         
    end
    always @(posedge sysclk)
    begin
        if(capture_clk)
            i2s_lrclk_r2 <= i2s_lrclk_r;
        else;         
    end    
    always @(posedge sysclk)
    begin
        if(capture_clk)
            if(i2s_lrclk_r2 & !slv_reg_rden) begin		 
                ch1 <= ch1_r;
                ch2 <= ch2_r;
                ch3 <= ch3_r;
                ch4 <= ch4_r;
                frame <= frame > 254 ? 0 : frame + 1'b1;
				if(!ch1_4_ok_flag) begin
					ch1_4_ok 		<= 1'b1;		 
					ch1_4_ok_flag	<= 1'b1;		 
				end
				else
					ch1_4_ok		<= 1'b0;
            end else begin
				ch1_4_ok <= 1'b0;		 
				if(!i2s_lrclk_r2)
					ch1_4_ok_flag	<= 1'b0;
			end			
        else;         
    end
    wire clk = sysclk;
    wire [31:0] probe0 = ch1_r;
    wire [31:0] probe1 = ch2_r;
    wire [31:0] probe2 = ch3_r;
    wire [31:0] probe3 = ch4_r;
    wire [7:0] probe4 = frame;
    wire [7:0] probe5 = 
    {
        2'd0,
        capture_clk,
        i2s_clk_pre,
        i2s_clk_r,
        i2s_lrclk_r,
        i2s_lrclk_r2,
        i2s_adc_r
    };
endmodule
`timescale 1 ns / 1 ps
	module respeaker_stream_v1_0_M00_AXIS #
	(
        parameter integer I2S_IN_WIDTH  = 3,
		parameter integer C_M_AXIS_TDATA_WIDTH	= 32,
		parameter integer C_M_START_COUNT	= 32
	)
	(
        input wire [I2S_IN_WIDTH-1:0] I2S_i,
		input wire  M_AXIS_ACLK,
		input wire  M_AXIS_ARESETN,
		output wire  M_AXIS_TVALID,
		output wire [C_M_AXIS_TDATA_WIDTH-1 : 0] M_AXIS_TDATA,
		output wire [(C_M_AXIS_TDATA_WIDTH/8)-1 : 0] M_AXIS_TSTRB,
		output wire  M_AXIS_TLAST,
		input wire  M_AXIS_TREADY
	);
	localparam NUMBER_OF_OUTPUT_WORDS = 8;                                               
	function integer clogb2 (input integer bit_depth);                                   
	  begin                                                                              
	    for(clogb2=0; bit_depth>0; clogb2=clogb2+1)                                      
	      bit_depth = bit_depth >> 1;                                                    
	  end                                                                                
	endfunction                                                                          
	localparam integer WAIT_COUNT_BITS = clogb2(C_M_START_COUNT-1);                      
	localparam bit_num  = clogb2(NUMBER_OF_OUTPUT_WORDS);                                
	parameter [1:0] IDLE = 2'b00,         
	                WAIT_I2S	  = 2'b01,  
					SEND_STREAM   = 2'b10;  
	reg [1:0] mst_exec_state;                                                            
	wire  	axis_tvalid;
	reg  	axis_tvalid_delay;
	wire  	axis_tlast;
	reg  	axis_tlast_delay;
	reg [C_M_AXIS_TDATA_WIDTH-1 : 0] 	stream_data_out;
	wire  	tx_en;
	wire  	tx_done;
	wire [31:0] ch1;
    wire [31:0] ch2;
    wire [31:0] ch3;
    wire [31:0] ch4;
    wire [31:0] frame;
	wire 		ch1_4_ok;
	wire 		slv_reg_rden;
	reg  [14 - 1:0] sample_read_cnt;
	assign M_AXIS_TVALID	= axis_tvalid_delay;
	assign M_AXIS_TDATA	= stream_data_out;
	assign M_AXIS_TLAST	= axis_tlast_delay;
	assign M_AXIS_TSTRB	= {(C_M_AXIS_TDATA_WIDTH/8){1'b1}};
	always @(posedge M_AXIS_ACLK)                                             
	begin                                                                     
	  if (!M_AXIS_ARESETN)                                                    
	    begin                                                                 
	      mst_exec_state <= IDLE;                                             
	    end                                                                   
	  else                                                                    
	    case (mst_exec_state)                                                 
	      IDLE:                                                               
	            mst_exec_state  <= WAIT_I2S;                              
	      WAIT_I2S:
			if(ch1_4_ok)
				mst_exec_state	<= SEND_STREAM;
			else
				mst_exec_state	<= WAIT_I2S;
	      SEND_STREAM:                                                        
	        if (tx_done)                                                      
	          begin                                                           
	            mst_exec_state <= IDLE;                                       
	          end                                                             
	        else                                                              
	          begin                                                           
	            mst_exec_state <= SEND_STREAM;                                
	          end                                                             
	    endcase                                                               
	end                                                                       
	assign axis_tvalid = (mst_exec_state == SEND_STREAM);
	assign axis_tlast = (sample_read_cnt == 16384-1 && tx_en);                                
	always @(posedge M_AXIS_ACLK)                                                                  
	begin                                                                                          
	  if (!M_AXIS_ARESETN)                                                                         
	    begin                                                                                      
	      axis_tvalid_delay <= 1'b0;                                                               
	      axis_tlast_delay <= 1'b0;                                                                
	    end                                                                                        
	  else                                                                                         
	    begin                                                                                      
	      axis_tvalid_delay <= axis_tvalid;                                                        
	      axis_tlast_delay <= axis_tlast;                                                          
	    end                                                                                        
	end                                                                                            
	assign tx_en = M_AXIS_TREADY && axis_tvalid;   
		reg [1:0]ch1_4_read_cnt;
	    always @( posedge M_AXIS_ACLK )                  
	    begin                                            
	      if(!M_AXIS_ARESETN)                            
	        begin                                        
			  stream_data_out 	<= 32'h0;
			  ch1_4_read_cnt	<= 2'b00;
			  sample_read_cnt	<= 12'd0;
	        end                                          
	      else if (tx_en) 
	        begin                                        
			  case(ch1_4_read_cnt)
				2'd0:
					stream_data_out	<= ch1;
				2'd1:
					stream_data_out	<= ch2;
				2'd2:
					stream_data_out	<= ch3;
				2'd3:
					stream_data_out	<= ch4;
				default:
					stream_data_out	<= ch1;
			  endcase
			  ch1_4_read_cnt		<= ch1_4_read_cnt + 1;	
			  sample_read_cnt		<= sample_read_cnt + 1;
	        end                                          
	    end                                              
	assign tx_done = (ch1_4_read_cnt == 2'd3) ? 1'b1 : 1'b0;
	assign slv_reg_rden	= tx_en;
	i2s_decode # (
        .I2S_IN_WIDTH(3)
    )
    i2s_decode_ins
    (
        .S_AXI_ACLK(M_AXIS_ACLK),
        .ch1(ch1),
        .ch2(ch2),
        .ch3(ch3),
        .ch4(ch4),
        .frame(frame),
		.ch1_4_ok(ch1_4_ok),
        .slv_reg_rden(slv_reg_rden),
        .S_AXI_ARESETN(M_AXIS_ARESETN),
        .I2S_i(I2S_i)
    );
	endmodule
==> design/flow/run.sh <==
#!/bin/bash
# OpenROAD 26Q1-2900-gdf79404cd8, Yosys 0.63+post, stock flow scripts
make -C /OpenROAD-flow-scripts/flow DESIGN_CONFIG=/design/flow/config.mk WORK_HOME=/design/flow/orfs finish
==> design/flow/config.mk <==
export PLATFORM = sky130hd
export DESIGN_NAME = respeaker_stream_v1_0_M00_AXIS
export DESIGN_NICKNAME = respeaker_stream_v1_0_M00_AXIS
export VERILOG_FILES = /design/flow/design.v
export SDC_FILE = /design/flow/constraint.sdc
export NUM_CORES = 4
export LEC_CHECK = 1
export CORE_UTILIZATION = 30
==> design/flow/constraint.sdc <==
current_design respeaker_stream_v1_0_M00_AXIS

set clk_period 10.0
set clk_io_pct 0.2

create_clock -name clk0 -period $clk_period [get_ports {M_AXIS_ACLK}]

set non_clock_inputs [all_inputs -no_clocks]
set_input_delay [expr $clk_period * $clk_io_pct] -clock clk0 $non_clock_inputs
set_output_delay [expr $clk_period * $clk_io_pct] -clock clk0 [all_outputs]
==> out/results.env <==
STATUS='completed'
DRCVIOLATIONCOUNT=0
POST-ROUTE-WORST-SETUP-SLACK_NS=5.35
CTSROOTBUFFERMASTER='clkbuf_16'
CTS_INSERTED_BUFFERS=30
WORST_IR_DROP_VDD_mV=0.119
TIMING.CRITICAL_PATH.REQUIRED_NS=10.17
CAP_VIOLATIONS=0
REMAINING_ANTENNA_VIOLATION_COUNT=0
SETUP-TNS-FINAL_NS=0
OPENROAD.WARNINGS=28
CLKTRANSATPATHREGS_NS=0.06
YOSYS_WARNINGS=2
REPORT.FINAL.SETUP_VIOL=0
YOSYS-DOMINANT-COMB-FAMILY='AND-OR/OR-AND gates'
GRTUSAGETOTAL_PCT=10.0
CTSRESIZECOUNT=0
NUM_ROWS=70
REPORT.FINAL.HOLD_VIOL_COUNT=0
YOSYS.AREA_SHARE.XOR_XNOR_PCT=0.472
WORSTHOLDPATHTYPE='register to register'
FIRST_PASS_GRT_WIRE_LENGTH_UM=28800
CTS_TREE='yes'
R2R_START='mst_exec_state[1]'
DRT-VIAS-PER-INSTANCE=4.58
FIN_CRIT_NS=4.65
SYNTH-SEQ-AREA-SHARE_PCT=82.5
HOLD_BUFFERS=0
DP_WORST_SETUP_SLACK_NS=4.78
DRT_ITER0_MARKERS=308
GLOBALROUTEOVERFLOWTOTAL=0
YOSYSUNIQUECELLTYPES=36
DIEAREA_UM2=37900
SYNTH.YOSYS.NUM_CELLS=639
TIMING.MAX_SLEW.REL_SLACK_PCT=50.1
SYNTH-COMPOUND-AREA-SHARE_PCT=7.65
IO_BUFFER_COUNT=39
DETAILEDROUTE.FIRSTPASSITERATIONCOUNT=6
DESIGN_POWER_TOTAL_W=0.00263
FLOORPLAN.INITIALDENSITY_PCT=30.5
SHARE_OF_FINAL_LAYOUT_STANDARD_CELLS_STRONGER_THAN_DRIVE_STRENGTH_1_PCT=9.37
CLKSINKCOUNT=325
MIN_PERIOD_OVER_PERIOD_PCT=46.5
GRT_MAX_DEGREE=65
SYNTH_SIMPLE_GATE_AREA_SHARE_PCT=6.61
FLOORPLAN.DIE.HEIGHT_UM=195
ENABLE_FLOP_CELLS=267
CP-START-KIND='input port'
SYNTH.CELL_AREA_UM2=11100
VIAS=5422
DIE.SIZE.X_UM=195
FINAL_SLEW_VIOL_COUNT=0
YS_DOMINANT_REG_CELL='edfxtp_1'
DETAIL_ROUTE.WIRELENGTH_UM=17600
INITIAL_ANTENNA_VIOLATION_COUNT=0
CP.ARRIVAL_NS=4.82
POSTSYNTH.ASYNCRESETSHARE_PCT=0
GLOBALPLACE.CONGESTION=0.774
LEAKAGE_nW=4.11
GRT_PASS1_VIAS=5373
SYNTH.AREA.MUX_SHARE_PCT=0.450
HTREEDEPTH=1
AREA_GROWTH_PCT=17.1
POST_SYNTH_INST_COUNT=639
YS_SH_ADDER_PCT=0.674
CLKLATENCYLATEPIN_NS=0.54
YOSYS_CHIP_AREA_UM2=11100
SYN_AREA_PER_CELL_UM2=17.4
CRITICAL_PATH.ENDPOINT_TYPE='register'
HOLD_PATH.STARTPOINT='i2s_decode_ins.i2s_clk_r'
CORE_REGION_AREA_UM2=36500
TIMING.FMAX_GHz=0.215
DETAIL_ROUTE.WL_PER_CELL_UM=14.9
TIMING.CRITICAL_PATH.FANOUT_MAX=44
HOLD-WORST-SLACK_NS=0.349
CRITICALPATHCATEGORY='input port to register'
BOUNDARYPINS=44
TIGHTEST_SLEW_NS=0.749
WORSTSETUPSTARTPOINT='M_AXIS_TREADY'
FINAL.SETUP_SKEW_NS=0.0172
POST-CTS-SETUP-BUFFERS=0
POWER.DENSITY_CELL_AREA_nW_PER_UM2=202
CTSLONGESTPATHBUFFERS=3
YS_SEQ_ELEMENTS=325
RSZ0062_AT_GRT='no'
DPL.HPWL_UM=9930
ANTENNADIODECOUNT=0
## worst paths after layout
kind	endpoint	slack, ns	cells after the start
max	i2s_decode_ins.ch2[9]	5.35	5
min reg2reg	i2s_decode_ins.i2s_clk_pre	0.35	0
max reg2reg	i2s_decode_ins.ch2[9]	6.98	4
min	i2s_decode_ins.i2s_clk_pre	0.35	0
## cells in the final DEF (no fill, tap or decap), types with 2 or more instances in the layout
| master | n |
|---|---|
| a21oi_1 | 45 |
| a22oi_1 | 32 |
| a32o_1 | 32 |
| and2_1 | 2 |
| buf_4 | 12 |
| clkbuf_1 | 10 |
| clkbuf_16 | 31 |
| clkbuf_2 | 3 |
| clkbuf_8 | 5 |
| clkdlybuf4s50_1 | 39 |
| clkinv_1 | 2 |
| clkinv_2 | 2 |
| conb_1 | 4 |
| dfxtp_1 | 58 |
| edfxtp_1 | 267 |
| ha_1 | 5 |
| inv_1 | 8 |
| mux2i_1 | 5 |
| nand2_1 | 48 |
| nand2b_1 | 37 |
| nand3_1 | 8 |
| nand4_1 | 3 |
| nor2_1 | 9 |
| nor2b_1 | 3 |
| nor4_1 | 4 |
| nor4_2 | 2 |
| nor4b_2 | 2 |
| o21ai_0 | 5 |
| o31ai_1 | 4 |
| or3_1 | 5 |
| or4_1 | 5 |
| xnor2_1 | 2 |
| xor2_1 | 4 |
## layout make-up
cell class | count | area [um2]
sequential | 325 | 9180
timing repair buffer | 51 | 480
tap | 468 | 586
clock inverter | 6 | 55.1
multi-input combinational | 276 | 1810
clock buffer | 49 | 897
inverter | 8 | 30.0
fill | 3358 | 23500
## per-stage QoR
stage | instances | util (%) | instance area, um2
after floorplan | 642 | - | 11100
after global placement | 1128 | 33.1 | 12100
after detailed placement | 1128 | 33.1 | 12100
after CTS | 1183 | 35.7 | 13000
after global routing | 1183 | 35.7 | 13000
final | 1183 | 35.7 | 13000
## power by group
| part | internal, W | leakage (nW) | total [W] | switching [W] |
|---|---|---|---|---|
| Clock | 0.000634 | 0.467 | 0.00108 | 0.000450 |
| Combinational | 0.0000202 | 0.738 | 0.0000548 | 0.0000346 |
| Sequential | 0.00148 | 2.91 | 0.00149 | 0.0000118 |
| Total | 0.00213 | 4.11 | 0.00263 | 0.000497 |
## flip-flops by register name, indices dropped and copies added, names as in the netlist, 2 cells and up
signal,flops
i2s_decode_ins.ch1_r,32
ch1_4_read_cnt,2
stream_data_out,32
i2s_decode_ins.ch1,32
i2s_decode_ins.ch2_r,32
sample_read_cnt,14
i2s_decode_ins.ch4,32
mst_exec_state,3
i2s_decode_ins.ch3_r,32
i2s_decode_ins.ch2,32
i2s_decode_ins.bclk_cnt,8
i2s_decode_ins.ch3,32
i2s_decode_ins.ch4_r,32
## synth_stat cells, types with 6 or more instances
master | instances | share of area, %
buf_2 | 9 | 0.40
nor2_1 | 10 | 0.34
nand2_1 | 48 | 1.6
nand3_1 | 8 | 0.36
edfxtp_1 | 267 | 72
inv_1 | 8 | 0.27
nand2b_1 | 37 | 2.1
clkbuf_1 | 14 | 0.47
a32o_1 | 32 | 2.9
ha_1 | 6 | 0.67
a21oi_1 | 46 | 2.1
dfxtp_1 | 58 | 10
a22oi_1 | 32 | 2.2
## layer usage
| metal | GRT usage (%) | wire (um) |
|---|---|---|
| met4 | 1.97 | 335 |
| met3 | 4.92 | 1650 |
| met1 | 15.4 | 8120 |
| met5 | 0 | 0 |
| met2 | 13.6 | 7540 |
## worst max-delay path, cell delays in order
cell	delay, ns
clkdlybuf4s50_1	0.60
nand2_2	0.35
and3_4	0.63
buf_4	0.59
buf_4	0.56
## kinds of logic (layout without fill, tap and decap cells)
| family | after synthesis | in the layout |
|---|---|---|
| flops | 325 | 325 |
| xor+xnor | 6 | 6 |
| other cells | 1 | 4 |
| compound gates | 120 | 120 |
| buf+inv | 41 | 114 |
| simple gates | 135 | 135 |
| mux | 5 | 5 |
| fa+ha+maj | 6 | 6 |
Power figures rest on the tool's default switching activity, not on a simulated workload.
