`flow/run.sh`:
```
#!/bin/bash
# OpenROAD 26Q1-2900-gdf79404cd8, Yosys 0.63+post, stock flow scripts
make -C /OpenROAD-flow-scripts/flow DESIGN_CONFIG=/design/flow/config.mk WORK_HOME=/design/flow/orfs finish
```
`flow/config.mk`:
```
export PLATFORM = sky130hd
export DESIGN_NAME = axis_bram_4_channel
export DESIGN_NICKNAME = axis_bram_4_channel
export VERILOG_FILES = /design/flow/design.v
export SDC_FILE = /design/flow/constraint.sdc
export NUM_CORES = 4
export LEC_CHECK = 1
export CORE_AREA = 10 10 190 190
export DIE_AREA = 0 0 200 200
export SYNTH_HDL_FRONTEND = slang
```
`flow/constraint.sdc`:
```
current_design axis_bram_4_channel

set clk_period 5.4
set clk_io_pct 0.2

create_clock -name clk0 -period $clk_period [get_ports {s00_axis_aclk}]

set non_clock_inputs [all_inputs -no_clocks]
set_input_delay [expr $clk_period * $clk_io_pct] -clock clk0 $non_clock_inputs
set_output_delay [expr $clk_period * $clk_io_pct] -clock clk0 [all_outputs]
```
`flow/design.v`:
```
module axis_bram_4_channel (
    input   wire                                s00_axis_aclk,
    input   wire                                s00_axis_aresetn,
    output  wire                                s00_axis_tready,
    input   wire    [32 - 1 : 0]     s00_axis_tdata,
    input   wire    [((32/8)-1) : 0] s00_axis_tstrb,
    input   wire                                s00_axis_tlast,
    input   wire                                s00_axis_tvalid,
    output  wire                                all_close,
    input   wire                                m00_axis_aclk,
    input   wire                                m00_axis_aresetn,
    input   wire                                m00_axis_tready,
    output  wire    [32*2 - 1 : 0]     m00_axis_tdata,
    output  wire    [((32/4)-1) : 0] m00_axis_tstrb,
    output  wire                                m00_axis_tlast,
    output  wire                                m00_axis_tvalid,
    input   wire                                m01_axis_aclk,
    input   wire                                m01_axis_aresetn,
    input   wire                                m01_axis_tready,
    output  wire    [32*2 - 1 : 0]     m01_axis_tdata,
    output  wire    [((32/4)-1) : 0] m01_axis_tstrb,
    output  wire                                m01_axis_tlast,
    output  wire                                m01_axis_tvalid,
    input   wire                                m02_axis_aclk,
    input   wire                                m02_axis_aresetn,
    input   wire                                m02_axis_tready,
    output  wire    [32*2 - 1 : 0]     m02_axis_tdata,
    output  wire    [((32/4)-1) : 0] m02_axis_tstrb,
    output  wire                                m02_axis_tlast,
    output  wire                                m02_axis_tvalid,
    input   wire                                m03_axis_aclk,
    input   wire                                m03_axis_aresetn,
    input   wire                                m03_axis_tready,
    output  wire    [32*2 - 1 : 0]     m03_axis_tdata,
    output  wire    [((32/4)-1) : 0] m03_axis_tstrb,
    output  wire                                m03_axis_tlast,
    output  wire                                m03_axis_tvalid
    );
    wire    aclk;
    wire    aresetn;
    wire    [32 - 1 : 0] data_in;
    reg     [5:0]                   data_cmp_0;
    reg     [5:0]                   data_cmp_1;
    reg     [5:0]                   data_cmp_2;
    wire    [5:0]                   data_cmp_2_abs;
    wire    [5:0]                   data_cmp_3;
    wire    [5:0]                   data_cmp_3_abs;
    wire    [5:0]                   data_cmp_dv_0;
    wire    [5:0]                   data_cmp_dv_1;
    wire    [5:0]                   data_cmp_dv_0_abs;
    wire    [5:0]                   data_cmp_dv_1_abs;
    reg     close;
    reg     [12 - 1 : 0]  addr_cnt_reg;
    reg     [12 - 1 : 0]  addr_cnt;
    reg     [3:0]                   addr_sh;
    wire    [32 - 1 : 0] raw_data_bram_0;
    wire    [32 - 1 : 0] raw_data_bram_1;
    wire    [32 - 1 : 0] raw_data_bram_2;
    wire    [32 - 1 : 0] raw_data_bram_3;
    reg     [32 - 1 : 0] m0_temp_data;    
    reg     [32 - 1 : 0] m1_temp_data;    
    reg     [32 - 1 : 0] m2_temp_data;    
    assign  aclk = s00_axis_aclk;
    assign  aresetn = s00_axis_aresetn;
    assign  data_in = (!s00_axis_tdata[31]) ? {8'b0,s00_axis_tdata[31:8]} :
                      {8'b0,s00_axis_tdata[31],s00_axis_tdata[22:0]};
    always @ (posedge aclk) begin
        if (addr_sh[0] && s00_axis_tvalid)
            data_cmp_0 <= s00_axis_tdata[31:26];
        if (addr_sh[1] && s00_axis_tvalid)
            data_cmp_1 <= s00_axis_tdata[31:26];
        if (addr_sh[2] && s00_axis_tvalid)
            data_cmp_2 <= s00_axis_tdata[31:26];
    end
    assign  data_cmp_3 = s00_axis_tdata[31:26];
    assign  data_cmp_2_abs = (!data_cmp_2[5]) ? data_cmp_2 :
                             (1 + (~data_cmp_2[5:0]));
    assign  data_cmp_3_abs = (!data_cmp_3[5]) ? data_cmp_3 :
                             (1 + (~data_cmp_3[5:0]));
    assign  data_cmp_dv_0_abs = (!data_cmp_dv_0[5]) ? data_cmp_dv_0 :
                             (1 + (~data_cmp_dv_0[5:0]));
    assign  data_cmp_dv_1_abs = (!data_cmp_dv_1[5]) ? data_cmp_dv_1 :
                             (1 + (~data_cmp_dv_1[5:0]));
    assign  data_cmp_dv_0 = data_cmp_0 - data_cmp_2;
    assign  data_cmp_dv_1 = data_cmp_1 - s00_axis_tdata[31:26];
    always @ (posedge aclk or negedge aresetn) begin
        if (aresetn == 0) begin
            close <= 1;
        end
        else if ((addr_cnt == 0) && addr_sh[0] && s00_axis_tvalid) begin
            close <= 1;
        end
        else if ((addr_sh[3] && s00_axis_tvalid) && close) begin
            close <= (data_cmp_dv_0_abs <= (data_cmp_2_abs << 1)) &&
                     (data_cmp_dv_1_abs <= (data_cmp_3_abs << 1));
        end
    end
    assign  all_close = close && (addr_cnt == 'd4095) && addr_sh[3];
    assign  s00_axis_tready = 1;
    assign  m00_axis_tdata = {32'b0,m0_temp_data};
    assign  m00_axis_tstrb = s00_axis_tstrb;
    assign  m00_axis_tlast = addr_sh[3] & s00_axis_tvalid & (addr_cnt == 'd4095);
    assign  m00_axis_tvalid = addr_sh[3] & s00_axis_tvalid;
    assign  m01_axis_tdata = {32'b0,m1_temp_data};
    assign  m01_axis_tstrb = s00_axis_tstrb;
    assign  m01_axis_tlast = addr_sh[3] & s00_axis_tvalid & (addr_cnt == 'd4095);
    assign  m01_axis_tvalid = addr_sh[3] & s00_axis_tvalid;
    assign  m02_axis_tdata = {32'b0,m2_temp_data};
    assign  m02_axis_tstrb = s00_axis_tstrb;
    assign  m02_axis_tlast = addr_sh[3] & s00_axis_tvalid & (addr_cnt == 'd4095);
    assign  m02_axis_tvalid = addr_sh[3] & s00_axis_tvalid;
    assign  m03_axis_tdata = {32'b0,s00_axis_tdata};
    assign  m03_axis_tstrb = s00_axis_tstrb;
    assign  m03_axis_tlast = addr_sh[3] & s00_axis_tvalid & (addr_cnt == 'd4095);
    assign  m03_axis_tvalid = addr_sh[3] & s00_axis_tvalid;
    always @ (posedge aclk) begin
        if (addr_sh[0] && s00_axis_tvalid) begin
            m0_temp_data <= s00_axis_tdata;
        end
        if (addr_sh[1] && s00_axis_tvalid) begin
            m1_temp_data <= s00_axis_tdata;
        end
        if (addr_sh[2] && s00_axis_tvalid) begin
            m2_temp_data <= s00_axis_tdata;
        end
    end
    always @ (posedge aclk or negedge aresetn) begin
        if (aresetn == 0) begin
            addr_sh <= 4'b1;
        end
        else if (s00_axis_tready && s00_axis_tvalid) begin
            addr_sh <= {addr_sh[2:0],addr_sh[3]};
        end
    end
    always @ (posedge aclk or negedge aresetn) begin
        addr_cnt_reg <= addr_cnt;
        if (aresetn == 0) begin
            addr_cnt <= 'b0;
        end
        else if (s00_axis_tready && s00_axis_tvalid && addr_sh[3]) begin
            addr_cnt <= addr_cnt + 'b1;
        end
    end
endmodule
```
==> run notes <==
flow finished, numbers: dominant kind of combinational cell=buffers and inverters, CORE AREA=between 30000 and 40000 um^2, antenna violations before repair=1, area share of the largest cell type after synthesis=a little under half, Synth area leaders=edfxtp_1 47%, buf_4 24%, dfrtp_1 6.1%, Fillers=between 3000 and 4000, asr flop ratio synth=15.0%, crit path cell chain=clkdlybuf4s50_1 -> nand2_2 -> clkinv_1 -> nand2_1 -> nor4_1 -> clkdlybuf4s50_1, area delta synth->final=31.1%, WL per Instance=approximately 15 um, root buf cell=clkbuf_16, Synth Warn #=0, Chip Area, Yosys=6190 um^2, Fin. Hold Viols=0, leakage power=~3.2 nW, Synth top cell by count=buf_4, first-pass detailed-route iteration total=4, PwrDens=roughly 360 nW/um^2, I/O Buffers=171, hold buffers post-CTS=0, CTS tree=built, CP most frequent cell=clkdlybuf4s50_1, placed cell area=between 7000 and 8000 um^2, Worst VDD drop=0.000176 V, RR Endpoint=close, CP max FO=10, H-tree depth=4, total tool warning count=39, Starting Density=about a fifth, Post CTS Setup Buffer Count=0, top flop regs=m0_temp_data x26, m1_temp_data x26, m2_temp_data x26, Crit path required time=4320 ps, Max-Cap Viols=0, syn_area_per_cell=around 12 um^2, largest net degree at the start of global routing=24, global-route wire length before repair=22600 um, R2R depth=13, gr usage total=about 7.5%, Worst R2R Setup Slack=between 2000 and 2500 ps, clock period minus worst slack=~4500 ps, layout cells sized above 1=under 10%, area leader, netlist=edfxtp_1, area fraction in xor and xnor cells=under 10%, sum of negative setup slack=0 ps, DP Cell Count=~1100, Least-Margin Pin Slew=774 ps, status=finished, final reports clean, RSZ-0062 raised after global routing=false, final period utilization=83.5%, Slew headroom=a little under half, top cells by count=200 x buf_4, 96 x edfxtp_1, 26 x ha_1, 24 x inv_1, 21 x xnor2_1, num ports=between 300 and 400, post-route insts no fill=about 1100, global route overflow=0, Pins Over Slew Limit=0, yosys cell count=between 400 and 500, Worst Hold Depth=2, Worst EP arrival=3430 ps, critical register-to-register path startpoint=data_cmp_2[0], Final Setup Violations=0, Unique cell types=roughly 40, Critical-path top delay cell=clkdlybuf4s50_1, worst hold margin=around 480 ps, hold_sp=addr_sh[0], Setup crit end kind=output port, Clock Skew=approximately 4.7 ps, vias in the first global route=roughly 3800, Die Wd=200 um, dpl hpwl=roughly 12000 um, routability cong.=0.793, Main synth FF type=edfxtp_1, type of origin of the critical path=primary input, WHS Endpoint=addr_sh[0], adder share=just under 6%, fmax=about 220 MHz, Detailed Route Iter0 Violations=106, Resized cells post-CTS=0, CTS Sinks=roughly 110, critical path class=in2out, Die Area=about 40000 um^2, Critical path buffers and inverters=3, Synth Area in Simple Gates=about 5.4%, Clock transition at path regs=roughly 50 ps, register share after synthesis=a little over half, Design Area, Final=between 8000 and 9000 um^2, # DRC=0, Crit path largest cell delay=640 ps, Post-Synthesis Cells=roughly 500, Vias=roughly 3500, MUX share of area=approximately 1.2%, Clock Tree Buf Depth=2, Total Wirelength=between 15000 and 20000 um, clk latency late pin=~400 ps, vias per cell=approximately 3.2, die height=200 um, Post-synth EDFFs=96, worst hold path type=reg2reg, ANT nets after route=0, CP top delay family=buffers and inverters, row count=about 65, aoi share=3.86%, Post-Syn Area=a little over 6000 um^2, Flops after synth=approximately 110, Num CTS Buffers=17
[stage by stage]
step | setup slack, ps | utilization [%] | power, mW
final | 889 | 25.5 | 2.92
after global routing | 629 | 25.5 | 3.09
after CTS | 765 | 25.5 | 2.98
after detailed placement | 790 | 23.6 | 1.79
after global placement | 848 | 23.6 | 1.79
after floorplan | 2030 | - | 1.54
[area by class of cell]
| cell class | count | area (um^2) | share of cell area (%) |
|---|---|---|---|
| Timing Repair Buffer | 175 | 1740 | 21.4 |
| Clock buffer | 20 | 437 | 5.38 |
| Antenna cell | 1 | 2.50 | 0.0308 |
| Clock inverter | 12 | 165 | 2.03 |
| Inverter | 25 | 93.8 | 1.16 |
| Multi-Input combinational cell | 304 | 1830 | 22.5 |
| Tap cell | 435 | 544 | 6.70 |
| Sequential cell | 113 | 3310 | 40.8 |
[worst min-delay path, delay by kind of cell, from the launching register on]
| family | cells | cell delay, ps |
|---|---|---|
| flip-flops | 1 | 370 |
| buffers and inverters | 1 | 40 |
| AND-OR/OR-AND | 1 | 60 |
[placed cells by master, fill, tap and decap left out, types with 3 or more instances in the layout]
cell type,synthesis,final
edfxtp_1,96,96
o31ai_1,3,3
clkinv_2,0,5
dfrtp_1,15,15
and2_2,0,3
nand4_1,7,7
xnor2_1,21,21
nand2b_1,4,4
nand2_1,11,11
o22ai_1,4,4
inv_1,24,24
clkbuf_16,0,17
xor2_1,10,10
ha_1,26,26
mux2_2,3,3
conb_1,2,145
mux2i_1,4,4
nor2_2,3,3
nand3_1,8,8
clkbuf_1,0,3
o21ai_0,6,6
bufinv_16,0,4
nor2_1,7,7
a21oi_1,8,8
buf_4,200,4
clkdlybuf4s50_1,0,171
[worst max path at each step]
stage	startpoint	end	slack [ps]	cells after the start
5_1_grt	s00_axis_tvalid	m03_axis_tlast	630	6
4_1_cts	s00_axis_tvalid	m01_axis_tlast	770	6
6_report	s00_axis_tvalid	m01_axis_tlast	890	6
[where the power goes]
group / internal (mW) / switching (mW) / leakage [nW]
sequential: 1.09 / 0.0523 / 1.09
clock: 0.766 / 0.393 / 0.295
combinational: 0.322 / 0.300 / 1.79
[metal layers]
metal	global-route usage, %	wire (um)
met1	9.42	6340
met2	12.3	7900
met3	3.15	1460
met4	0.729	129
met5	0	0
[kinds of logic after synthesis]
group | count (synthesis)
other | 2
flip-flops | 113
AND/OR/NAND/NOR | 59
buffers and inverters | 225
multiplexers | 7
XOR/XNOR | 31
AND-OR/OR-AND | 34
adder cells (fa/ha/maj) | 28
Power is estimated from default activity; no workload was simulated.
